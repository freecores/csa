--- /design/flow/design.v ---
module key_computer(cw,key);
		input 	[63:0]	cw;		 
		output	[447:0]	key;             
		wire	[63:0]	key1;
		wire	[63:0]	key2;
		wire	[63:0]	key3;
		wire	[63:0]	key4;
		wire	[63:0]	key5;
		wire	[63:0]	key6;
		key_perm kp0 (   cw, key6 );
		key_perm kp1 ( key6, key5 );
		key_perm kp2 ( key5, key4 );
		key_perm kp3 ( key4, key3 );
		key_perm kp4 ( key3, key2 );
		key_perm kp5 ( key2, key1 );
		assign key[64*1-1:64*0]=key1 ^ 64'h0000000000000000;
		assign key[64*2-1:64*1]=key2 ^ 64'h0101010101010101;
		assign key[64*3-1:64*2]=key3 ^ 64'h0202020202020202;
		assign key[64*4-1:64*3]=key4 ^ 64'h0303030303030303;
		assign key[64*5-1:64*4]=key5 ^ 64'h0404040404040404;
		assign key[64*6-1:64*5]=key6 ^ 64'h0505050505050505;
		assign key[64*7-1:64*6]=cw   ^ 64'h0606060606060606;
endmodule
module key_perm(i_key,o_key);
    input   [63:0] i_key;                
    output  [63:0] o_key;
    assign o_key={ 
                        i_key[6'h1b],i_key[6'h20],i_key[6'h09],i_key[6'h37],
                        i_key[6'h29],i_key[6'h0d],i_key[6'h3e],i_key[6'h08],
                        i_key[6'h02],i_key[6'h0c],i_key[6'h27],i_key[6'h25],
                        i_key[6'h12],i_key[6'h0e],i_key[6'h38],i_key[6'h35],
                        i_key[6'h18],i_key[6'h03],i_key[6'h34],i_key[6'h30],
                        i_key[6'h2f],i_key[6'h3d],i_key[6'h2a],i_key[6'h22],
                        i_key[6'h0a],i_key[6'h1f],i_key[6'h26],i_key[6'h06],
                        i_key[6'h15],i_key[6'h3a],i_key[6'h14],i_key[6'h1a],
                        i_key[6'h2c],i_key[6'h19],i_key[6'h11],i_key[6'h0f],
                        i_key[6'h01],i_key[6'h21],i_key[6'h2e],i_key[6'h3f],
                        i_key[6'h28],i_key[6'h07],i_key[6'h0b],i_key[6'h16],
                        i_key[6'h00],i_key[6'h23],i_key[6'h2b],i_key[6'h17],
                        i_key[6'h05],i_key[6'h31],i_key[6'h33],i_key[6'h24],
                        i_key[6'h1d],i_key[6'h1c],i_key[6'h3c],i_key[6'h39],
                        i_key[6'h10],i_key[6'h13],i_key[6'h3b],i_key[6'h1e],
                        i_key[6'h36],i_key[6'h32],i_key[6'h04],i_key[6'h2d] 
                 };
endmodule
--- /design/flow/run.sh ---
#!/bin/bash
# OpenROAD 26Q1-2900-gdf79404cd8, Yosys 0.63+post, stock flow scripts
make -C /OpenROAD-flow-scripts/flow DESIGN_CONFIG=/design/flow/config.mk WORK_HOME=/design/flow/orfs finish
--- /design/flow/config.mk ---
export PLATFORM = sky130hd
export DESIGN_NAME = key_computer
export DESIGN_NICKNAME = key_computer
export VERILOG_FILES = /design/flow/design.v
export SDC_FILE = /design/flow/constraint.sdc
export NUM_CORES = 4
export LEC_CHECK = 1
export CORE_AREA = 10 10 202 202
export DIE_AREA = 0 0 212 212
--- /design/flow/constraint.sdc ---
current_design key_computer

set clk_period 1.0
set clk_io_pct 0.2

create_clock -name clk0 -period $clk_period

set non_clock_inputs [all_inputs -no_clocks]
set_input_delay [expr $clk_period * $clk_io_pct] -clock clk0 $non_clock_inputs
set_output_delay [expr $clk_period * $clk_io_pct] -clock clk0 [all_outputs]
==> out/metrics.yaml <==
netlist_area_um2: 3210
top_area_frac: 0.951
dieHeight_um: 212
wl_um: 10300
warnings: 32
globalRouteOverflowTotal: 0
vias_per_cell: 2.04
ys_seq_frac: 0
grt_pass1_vias: 1828
final-setup-viol-count: 0
area_growth_pct: 30.4
slew_viol_final: 0
max_slew.worst_pin.slew_ps: 125
end_kind: "output pin"
crit_buf_inv: 2
ioPinCount: 512
logic_gates: 0
nClkBuffers: 0
drcViolationCount: 0
top_cells_by_area: "buf_4 95%, inv_1 4.9%"
power_leakage_nw: 2.16
ff_count: 0
fp-row-count: 70
p_per_area_nw_per_um2: 309
synth.top_cells.by_count: "406 x buf_4, 42 x inv_1"
startpoint: "cw[15]"
status: "finished, final reports clean"
drt_iter0_drc: 27
initial_core_util: 0.0878
path_class: "input pin to output pin"
synth-area-yosys_um2: 3210
avgSynthCellArea_um2: 7.16
fp.dieW_um: 212
max_stage_delay_ps: 470
start_kind: "input pin"
ant_nets: 0
logic_area_um2: 0
netlist_instances: 448
critPathRequiredTime_ps: 800
yosysMostFrequentCell: "buf_4"
core_area_um2: 36500
seq_area_um2: 0
ys_cells: 448
finalCriticalPeriod_ps: 989
chipArea_um2: 44900
place_area_um2: 4140
slew_headroom: 0.917
dr.pass1.iters: 4
hpwl_um: 9290
crit_chain: "buf_4 > clkdlybuf4s50_1"
fmax_mhz: 1010
io_buffers: 336
routedWlPerCell_um: 12.0
hold_path.class: "input pin to output pin"
dp_slack_ps: -603
slowest_stage: "clkdlybuf4s50_1"
yosysWarnings: 0
arrival_ps: 790
antenna_found_initial: 1
hold_path_startpoint: "cw[55]"
crit_fanout: 6
grt_max_degree: 8
period_used_share: 0.989
ir_drop_uv: 87.0
finish.instance_area_um2: 4180
layout-drive-gt1-share: 0.198
setup_ws_ps: 11.0
synth_cell_types: 2
grt_usage: 0.0359
num_antenna_cells: 0
maxCapViolCount: 0
routabilityCongestion: 0.737
grt_pass1_wl_um: 12600
cp_top_family: "buffers and inverters"
finalHoldViolCount: 0
routed-via-count: 1746
top_area_cell: "buf_4"
-- per-layer routing --
| layer | vias to the layer above | wire, µm | global-route usage |
|---|---|---|---|
| li1 | 784 | - | - |
| met1 | 679 | 2260 | 0.0234 |
| met2 | 208 | 5050 | 0.0667 |
| met3 | 75 | 2190 | 0.0225 |
| met4 | 0 | 793 | 0.0303 |
| met5 | - | 0 | 0 |
-- placed cells by master, fill, tap and decap left out, drive strengths merged --
cell,synthesis,routed
buf,406,53
clkdlybuf4s15,0,2
clkdlybuf4s50,0,145
dlygate4sd2,0,107
dlymetal6s2s,0,40
inv,42,42
-- layout make-up --
type,count,area (µm²)
inverter,42,163
tap,468,586
timing repair buffer,347,3430
fill,4196,32300
-- power by group --
| group | internal [W] | switching (W) |
|---|---|---|
| Sequential | 0 | 0 |
| Clock | 0 | 0 |
| Combinational | 0.000983 | 0.000309 |
| Total | 0.000983 | 0.000309 |
-- what timing repair did --
| item | CTS | global route |
|---|---|---|
| setup buffers | 9 | 0 |
| endpoints found under the setup margin | 294 | 66 |
| gates cloned | 0 | 0 |
| pin swaps | 0 | 0 |
| resized | 376 | 46 |
| hold buffers | 0 | 0 |
| endpoints found under the hold margin | 0 | 0 |
-- worst paths after layout --
check	end	slack, ps	cells after the start
worst max-delay path	key[181]	10	2
worst min-delay path	key[253]	400	0
-- logic make-up after synthesis --
kind of cell | after synthesis | synth area share
buf+inv | 448 | 1.00
-- per-stage QoR --
stage / total power, W / TNS (ps) / hold slack [ps] / cells / util
6_report: 0.00129 / 0 / 400 / 857 / 0.114
5_1_grt: 0.00142 / -19.3 / 400 / 857 / 0.114
4_1_cts: 0.00137 / 0 / 400 / 858 / 0.112
3_5_place_dp: 0.00147 / -148810 / 400 / 849 / 0.113
3_3_place_gp: 0.00147 / -144780 / 400 / 849 / 0.113
2_1_floorplan: 0.000985 / 0 / 409 / 448 / -
Power figures rest on the tool's default switching activity, not on a simulated workload.
